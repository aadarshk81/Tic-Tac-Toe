## config.mk

```make
export PLATFORM = sky130hd
export DESIGN_NAME = tic_tac_toe
export DESIGN_NICKNAME = tic_tac_toe
export VERILOG_FILES = /design/flow/design.v
export SDC_FILE = /design/flow/constraint.sdc
export NUM_CORES = 4
export LEC_CHECK = 1
export CORE_UTILIZATION = 30
```

## constraint.sdc

```tcl
current_design tic_tac_toe

set clk_period 2.1
set clk_io_pct 0.2

create_clock -name clk0 -period $clk_period [get_ports {clk}]

set non_clock_inputs [all_inputs -no_clocks]
set_input_delay [expr $clk_period * $clk_io_pct] -clock clk0 $non_clock_inputs
set_output_delay [expr $clk_period * $clk_io_pct] -clock clk0 [all_outputs]
```

## design.v

```verilog
module no_space(pos1,pos2,pos3,pos4,pos5,pos6,pos7,pos8,pos9,nospc);
	input [1:0] pos1,pos2,pos3,pos4,pos5,pos6,pos7,pos8,pos9;
	output nospc;
	wire temp1,temp2,temp3,temp4,temp5,temp6,temp7,temp8,temp9;
	assign temp1= pos1[0] || pos1[1];
	assign temp2= pos2[0] || pos2[1];
	assign temp3= pos3[0] || pos3[1];
	assign temp4= pos4[0] || pos4[1];
	assign temp5= pos5[0] || pos5[1];
	assign temp6= pos6[0] || pos6[1];
	assign temp7= pos7[0] || pos7[1];
	assign temp8= pos8[0] || pos8[1];
	assign temp9= pos9[0] || pos9[1];
	assign nospc= temp1 && temp2 && temp3 && temp4 && temp5 && temp6 && temp7 && temp8 && temp9;
endmodule
module pos_reg(clk,rst,playX_pos_en,play0_pos_en,pos1,pos2,pos3,pos4,pos5,pos6,pos7,pos8,pos9);
	input clk,rst;
	input [8:0] playX_pos_en,play0_pos_en;
	output reg [1:0] pos1,pos2,pos3,pos4,pos5,pos6,pos7,pos8,pos9;
	always @ (posedge clk, negedge rst)
	begin
		if(!rst)
		pos1 <= 2'b00;
		else
		begin
			if(playX_pos_en[0]) pos1 <= 2'b01;
			else if(play0_pos_en[0]) pos1 <= 2'b10;
			else pos1 <= pos1;
		end
	end
	always @ (posedge clk, negedge rst)
	begin
		if(!rst)
		pos2 <= 2'b00;
		else
		begin
			if(playX_pos_en[1]) pos2 <= 2'b01;
			else if(play0_pos_en[1]) pos2 <= 2'b10;
			else pos2 <= pos2;
		end
	end
	always @ (posedge clk, negedge rst)
	begin
		if(!rst)
		pos3 <= 2'b00;
		else
		begin
			if(playX_pos_en[2]) pos3 <= 2'b01;
			else if(play0_pos_en[2]) pos3 <= 2'b10;
			else pos3 <= pos3;
		end
	end
	always @ (posedge clk, negedge rst)
	begin
		if(!rst)
		pos4 <= 2'b00;
		else
		begin
			if(playX_pos_en[3]) pos4 <= 2'b01;
			else if(play0_pos_en[3]) pos4 <= 2'b10;
			else pos4 <= pos4;
		end
	end
	always @ (posedge clk, negedge rst)
	begin
		if(!rst)
		pos5 <= 2'b00;
		else
		begin
			if(playX_pos_en[4]) pos5 <= 2'b01;
			else if(play0_pos_en[4]) pos5 <= 2'b10;
			else pos5 <= pos5;
		end
	end
	always @ (posedge clk, negedge rst)
	begin
		if(!rst)
		pos6 <= 2'b00;
		else
		begin
			if(playX_pos_en[5]) pos6 <= 2'b01;
			else if(play0_pos_en[5]) pos6 <= 2'b10;
			else pos6 <= pos6;
		end
	end
	always @ (posedge clk, negedge rst)
	begin
		if(!rst)
		pos7 <= 2'b00;
		else
		begin
			if(playX_pos_en[6]) pos7 <= 2'b01;
			else if(play0_pos_en[6]) pos7 <= 2'b10;
			else pos7 <= pos7;
		end
	end
	always @ (posedge clk, negedge rst)
	begin
		if(!rst)
		pos8 <= 2'b00;
		else
		begin
			if(playX_pos_en[7]) pos8 <= 2'b01;
			else if(play0_pos_en[7]) pos8 <= 2'b10;
			else pos8 <= pos8;
		end
	end
	always @ (posedge clk, negedge rst)
	begin
		if(!rst)
		pos9 <= 2'b00;
		else
		begin
			if(playX_pos_en[8]) pos9 <= 2'b01;
			else if(play0_pos_en[8]) pos9 <= 2'b10;
			else pos9 <= pos9;
		end
	end
endmodule
module pos_win(pos1,pos2,pos3,winner);
	input [1:0] pos1,pos2,pos3;
	output [1:0] winner;
	wire [1:0] temp1,temp2,temp3;
	assign temp1[0] = !(pos1[0]^pos2[0]);
	assign temp1[1] = !(pos1[1]^pos2[1]);
	assign temp2[0] = !(pos2[0]^pos3[0]);
	assign temp2[1] = !(pos2[1]^pos3[1]);
	assign temp3[0] = temp1[0] && temp2[0];
	assign temp3[1] = temp1[1] && temp2[1];
	assign temp4 = pos1[0] || pos1[1];
	assign winner[0] = (temp4 && temp3[0] && temp3[1]) && pos1[0];
	assign winner[1] = (temp4 && temp3[0] && temp3[1]) && pos1[1];
endmodule
module position_decoder(pos,enable,out);
	input [3:0] pos;
	input enable;
	output reg [8:0] out;
	always @ (*)
	begin
		case(pos)
			4'd1: 
			begin
				if(enable) out=9'b000000001;
				else out=9'd0;
			end
			4'd2: 
			begin
				if(enable) out=9'b000000010;
				else out=9'd0;
			end
			4'd3: 
			begin
				if(enable) out=9'b000000100;
				else out=9'd0;
			end
			4'd4: 
			begin
				if(enable) out=9'b000001000;
				else out=9'd0;
			end
			4'd5: 
			begin
				if(enable) out=9'b000010000;
				else out=9'd0;
			end
			4'd6: 
			begin
				if(enable) out=9'b000100000;
				else out=9'd0;
			end
			4'd7: 
			begin
				if(enable) out=9'b001000000;
				else out=9'd0;
			end
			4'd8: 
			begin
				if(enable) out=9'b010000000;
				else out=9'd0;
			end
			4'd9: 
			begin
				if(enable) out=9'b100000000;
				else out=9'd0;
			end
			default: out=9'b000000000;
		endcase
	end
endmodule
module tic_tac_toe(clk,rst,play,pos_playX,pos_play0,pos1,pos2,pos3,pos4,pos5,pos6,pos7,pos8,pos9,win);
	input clk,rst,play;
	input [3:0] pos_playX,pos_play0;
	output [1:0] pos1,pos2,pos3,pos4,pos5,pos6,pos7,pos8,pos9,win;
	wire nospc,playX_en,play0_en;
	wire [8:0] playX_pos_en,play0_pos_en;
	tic_tac_toe_cntrl T1 (clk,rst,play,win,nospc,playX_en,play0_en);
	position_decoder PX (pos_playX,playX_en,playX_pos_en);
	position_decoder P0 (pos_play0,play0_en,play0_pos_en);
	pos_reg T2 (clk,rst,playX_pos_en,play0_pos_en,pos1,pos2,pos3,pos4,pos5,pos6,pos7,pos8,pos9);
	no_space T3 (pos1,pos2,pos3,pos4,pos5,pos6,pos7,pos8,pos9,nospc);
	winner_detector T5 (pos1,pos2,pos3,pos4,pos5,pos6,pos7,pos8,pos9,win);
endmodule
module tic_tac_toe_cntrl(clk,rst,play,win,nospc,playX_en,play0_en);
	input clk,rst,play,nospc;
	input [1:0] win;
	output reg playX_en,play0_en;
	reg [1:0] cs,ns;
	parameter IDLE=2'b00, PLAYX=2'b01, PLAY0=2'b10, GO=2'b11;
	always @ (posedge clk, negedge rst)
	begin
		if(!rst)
		cs<=IDLE;
		else
		cs<=ns;
	end
	always @ (play,nospc,win)
	begin
		case(cs)
			IDLE:
			begin
				playX_en=1'b0;
				play0_en=1'b0;
				if(play)
				ns=PLAYX;
				else
				ns=IDLE;
			end
			PLAYX:
			begin
				playX_en=1'b1;
				play0_en=1'b0;
				if((play==1'b1) &&  (nospc==1'b0) && (win==2'b00))
				begin
				ns=PLAY0;
				end
				else if(nospc)
				begin
				ns=GO;
				end
				else if(win==2'b01 || win==2'b10)
				begin
				ns=GO;
				end
				else
				ns=PLAYX;
			end
			PLAY0:
			begin
				playX_en=1'b0;
				play0_en=1'b1;
				if((play==1'b1) &&  (nospc==1'b0) && (win==2'b00))
				begin
				ns=PLAYX;
				end
				else if(nospc)
				begin
				ns=GO;
				end
				else if(win==2'b01 || win==2'b10)
				begin
				ns=GO;
				end
				else
				ns=PLAY0;
			end
			GO:
			begin
				playX_en=1'b0;
				play0_en=1'b0;
				ns=IDLE;
			end
			default:
			begin
				ns=IDLE;
				playX_en=1'b0;
				play0_en=1'b0;
			end
		endcase
	end
endmodule
module winner_detector(pos1,pos2,pos3,pos4,pos5,pos6,pos7,pos8,pos9,winner);
	input [1:0] pos1,pos2,pos3,pos4,pos5,pos6,pos7,pos8,pos9;
	output [1:0] winner;
	wire [1:0] win1,win2,win3,win4,win5,win6,win7,win8;
	pos_win p1 (pos1,pos2,pos3,win1);
	pos_win p2 (pos4,pos5,pos6,win2);
	pos_win p3 (pos7,pos8,pos9,win3);
	pos_win p4 (pos1,pos4,pos7,win4);
	pos_win p5 (pos2,pos5,pos8,win5);
	pos_win p6 (pos3,pos6,pos9,win6);
	pos_win p7 (pos1,pos5,pos9,win7);
	pos_win p8 (pos3,pos5,pos7,win8);
	assign winner = win1 | win2 | win3 | win4 | win5 | win6 | win7 | win8;
endmodule
```

## run.sh

```bash
#!/bin/bash
# OpenROAD 26Q1-2900-gdf79404cd8, Yosys 0.63+post, stock flow scripts
make -C /OpenROAD-flow-scripts/flow DESIGN_CONFIG=/design/flow/config.mk WORK_HOME=/design/flow/orfs finish
```

==> impl_metrics.xml <==
<?xml version="1.0" encoding="UTF-8"?>
<metrics>
  <group name="job">
    <metric name="stage_log_warnings" unit="">27</metric>
    <metric name="max-cap-violations" unit="">0</metric>
  </group>
  <group name="synthesis">
    <metric name="synth_cells" unit="">156</metric>
    <metric name="netlist_area" unit="um^2">1330</metric>
    <metric name="post_synth_num_cell_types" unit="">34</metric>
    <metric name="ys_ff" unit="">22</metric>
    <metric name="synth-warning-count" unit="">4</metric>
    <metric name="yosysCellCount" unit="">156</metric>
    <metric name="ys_chip_area" unit="um^2">1330</metric>
    <metric name="ys_seq_share" unit="%">41.4</metric>
    <metric name="postSynthAreaPerCell" unit="um^2">8.54</metric>
  </group>
  <group name="status">
    <metric name="outcome" unit="">complete, but fails checks</metric>
    <metric name="violations" unit="">negative setup slack</metric>
  </group>
  <group name="setup_path">
    <metric name="cp_num_buf_inv" unit="">2</metric>
    <metric name="timing.setup.critical_path_class" unit="">flop to output port</metric>
    <metric name="reg2reg_depth" unit="">10</metric>
    <metric name="slowest_delay" unit="ns">0.45</metric>
    <metric name="crit-reg2reg-launch" unit="">T2.pos5[1]$_DFFE_PN0P_</metric>
    <metric name="cp.required" unit="ns">1.68</metric>
    <metric name="timing.critical_path.from_type" unit="">flop</metric>
    <metric name="worstSetupEndpointType" unit="">output port</metric>
    <metric name="timing.rr.end" unit="">T1.cs[2]$_DFF_PN0_</metric>
    <metric name="cp_slowest_cell" unit="">dfrtp_2</metric>
    <metric name="crit_family" unit="">AND-OR/OR-AND gates</metric>
    <metric name="critical_path_startpoint" unit="">T2.pos5[1]$_DFFE_PN0P_</metric>
    <metric name="critical_path.cell_chain" unit="">and3_4 -&gt; o22ai_4 -&gt; nand3_4 -&gt; buf_6 -&gt; a221o_1 -&gt; buf_2</metric>
    <metric name="crit_end" unit="">win[1]</metric>
    <metric name="worstPathMaxFanout" unit="">5</metric>
    <metric name="path_depth" unit="">6</metric>
    <metric name="r2r_setup_slack" unit="ns">-0.06</metric>
    <metric name="critPathArrivalTime" unit="ns">1.76</metric>
  </group>
  <group name="timing">
    <metric name="final.hold.worst_slack" unit="ns">0.503</metric>
    <metric name="slew-limit-headroom" unit="%">68.2</metric>
    <metric name="fin_skew" unit="ns">0.00324</metric>
    <metric name="setup_viol" unit="">2</metric>
    <metric name="finalHoldViolations" unit="">0</metric>
    <metric name="timing.final.crit_share" unit="%">104</metric>
    <metric name="slew_violations" unit="">0</metric>
    <metric name="grt_setup_unrepaired" unit="">yes</metric>
    <metric name="final_period_minus_worst_setup_slack" unit="ns">2.18</metric>
    <metric name="max_freq" unit="GHz">0.459</metric>
    <metric name="worst_slack" unit="ns">-0.0766</metric>
    <metric name="worst_pin_slew" unit="ns">0.473</metric>
  </group>
  <group name="routing">
    <metric name="drt_first_iter_violations" unit="">117</metric>
    <metric name="antenna_left" unit="">0</metric>
    <metric name="n_diodes" unit="">0</metric>
    <metric name="num_vias" unit="">1652</metric>
    <metric name="wl" unit="um">4820</metric>
    <metric name="route.detailed.drc" unit="">0</metric>
    <metric name="post_dr_wirelength_cell" unit="um">16.2</metric>
    <metric name="route.detailed.vias_per_inst" unit="">5.54</metric>
    <metric name="drtPass1Iterations" unit="">4</metric>
  </group>
  <group name="clocking">
    <metric name="clk-insertion-delay-late" unit="ns">0.26</metric>
    <metric name="numClockSinks" unit="">22</metric>
    <metric name="clk_pin_slew" unit="ns">0.07</metric>
    <metric name="cts_buffer_depth" unit="">2</metric>
    <metric name="cts_max_level" unit="">1</metric>
    <metric name="cts_made_buffers" unit="">3</metric>
    <metric name="tritoncts" unit="">done</metric>
    <metric name="cts_hold_buffers" unit="">0</metric>
    <metric name="cts.root.buffer_cell" unit="">clkbuf_8</metric>
  </group>
  <group name="grt">
    <metric name="largest_net_degree_at_the_start_of_global_routing" unit="">23</metric>
    <metric name="first_pass_grt_wire_length" unit="um">7710</metric>
    <metric name="grt_pass1_vias" unit="">1599</metric>
    <metric name="grt.overflow.total" unit="">0</metric>
    <metric name="track_usage" unit="%">23.0</metric>
    <metric name="antenna_violations_before_repair" unit="">0</metric>
  </group>
  <group name="placement">
    <metric name="io_buffers" unit="">30</metric>
    <metric name="detailed_place.area" unit="um^2">1910</metric>
    <metric name="place.gp.congestion" unit="">0.974</metric>
    <metric name="place.detailed.hpwl" unit="um">3230</metric>
  </group>
  <group name="floorplan">
    <metric name="die_y" unit="um">68.6</metric>
    <metric name="fp_util" unit="%">32.2</metric>
    <metric name="floorplan.die_area" unit="um^2">4710</metric>
    <metric name="die_x_extent" unit="um">68.6</metric>
    <metric name="io-pin-count" unit="">31</metric>
    <metric name="core_area" unit="um^2">4140</metric>
    <metric name="placement_rows" unit="">23</metric>
  </group>
  <group name="pwr">
    <metric name="total_leakage_power" unit="nW">1.11</metric>
    <metric name="power.ir.vdd_worst" unit="uV">401</metric>
    <metric name="finalPower" unit="mW">2.04</metric>
    <metric name="power_per_cell_area" unit="nW/um^2">816</metric>
  </group>
  <group name="final_layout">
    <metric name="final_design_area_no_fill" unit="um^2">2500</metric>
    <metric name="finalCoreUtilization" unit="%">60.3</metric>
    <metric name="drive_above_1_share" unit="%">47.6</metric>
    <metric name="area_growth" unit="%">87.6</metric>
  </group>
  <group name="worst_hold_path">
    <metric name="hp-class" unit="">input pin to async pin</metric>
  </group>
</metrics>
[registers in the layout, summed over array words and instances, names as in the netlist]
register  flops
T1.cs         4
T2.pos1       2
T2.pos2       2
T2.pos3       2
T2.pos4       2
T2.pos5       2
T2.pos6       2
T2.pos7       2
T2.pos8       2
T2.pos9       2
[power breakdown]
group	internal [mW]	switching, mW	leakage, nW	total [mW]
sequential	0.498	0.109	0.254	0.607
clock	0.135	0.127	0.0228	0.262
combinational	0.715	0.456	0.830	1.17
[cells by family (layout without fill, tap and decap cells)]
group | count (synthesis) | in the layout | synth area share, %
flip-flops | 22 | 22 | 41.4
AND/OR/NAND/NOR | 76 | 76 | 31.1
AND-OR/OR-AND | 45 | 45 | 23.2
adder cells (fa/ha/maj) | 1 | 1 | 0.939
buffers and inverters | 12 | 104 | 3.38
[final cells by class]
class | count | area (um^2)
flip-flops and latches | 22 | 563
fillers | 315 | 1640
inverters | 6 | 22.5
multi-input cells | 122 | 1000
clock buffers | 4 | 45.0
well taps | 50 | 62.6
repair buffers | 94 | 805
[how the worst min path moves through the flow]
| stage | from | end | cells after the start |
|---|---|---|---|
| finish | rst | T2.pos6[1]$_DFFE_PN0P_ | 2 |
| CTS | rst | T2.pos6[0]$_DFFE_PN0P_ | 2 |
| global route | rst | T2.pos2[0]$_DFFE_PN0P_ | 2 |
[through the flow]
stage | TNS (ns) | instances | setup slack, ns
finish | -0.134 | 298 | -0.0766
global route | -0.410 | 298 | -0.140
CTS | -0.178 | 296 | -0.0854
detailed placement | -0.301 | 262 | -0.115
global placement | -0.247 | 262 | -0.111
floorplan | 0 | 156 | 0.147
[placed cells by master, fill, tap and decap left out, types with 3 or more instances in the layout]
cell	n
buf_4	55
clkdlybuf4s50_1	28
dfrtp_1	12
and3_4	12
nor3_1	12
nor2_1	11
dfrtp_2	9
buf_6	9
nor3_2	7
o21ai_0	7
inv_1	6
o21ai_2	5
and3_1	4
nand3_1	4
nand3b_1	4
nand2_1	4
o22ai_4	3
a21o_1	3
o22a_1	3
o22ai_1	3
nand2b_1	3
a21oi_1	3
o21a_1	3
clkbuf_8	3
[routing by layer]
metal	part of all wire (%)	GRT usage, %	up-vias
met5	0	0	-
met4	2.1	6.51	0
met3	5.9	3.67	10
met2	44	33.9	68
met1	48	35.7	786
li1	-	-	788
[synth_stat cells, drive strengths merged]
| library cell | count | share of area, % |
|---|---|---|
| o32ai | 1 | 0.66 |
| a221o | 2 | 1.5 |
| and3 | 16 | 7.5 |
| o22a | 3 | 2.0 |
| nand2 | 6 | 1.7 |
| a221oi | 2 | 1.3 |
| nor3b | 1 | 0.56 |
| nor2b | 1 | 0.47 |
| nor3 | 19 | 7.1 |
| a22o | 2 | 1.3 |
| nor4b | 1 | 0.66 |
| or2b | 1 | 0.56 |
| a21o | 3 | 1.7 |
| o21a | 3 | 1.7 |
| a21oi | 3 | 1.1 |
| a32oi | 3 | 2.0 |
| a22oi | 1 | 0.56 |
| nand3b | 4 | 2.3 |
| nor4 | 2 | 0.94 |
| nor2 | 11 | 3.1 |
| nand2b | 3 | 1.4 |
| dfstp | 1 | 2.0 |
| inv | 6 | 1.7 |
| clkbuf | 5 | 1.4 |
| or4 | 1 | 0.56 |
| or3 | 2 | 0.94 |
| buf | 1 | 0.28 |
| o22ai | 8 | 3.8 |
| nand4b | 1 | 0.66 |
| o21ai | 13 | 4.9 |
| nand3 | 7 | 2.6 |
| dfrtp | 21 | 39 |
| o32a | 1 | 0.75 |
| ha | 1 | 0.94 |
[what timing repair did]
item	CTS	global route
pin swaps	19	17
buffers inserted	31	2
endpoints found under the setup margin	5	5
gates resized	54	25
hold endpoints to repair	0	0
No activity file was given, so power comes from the tool's default toggle rates.
